### flow/design.v
module game_state(
input clk,
input reset,
input start,
input stop,
input remove,
input game_over,
input done,
output reg new_en,
output reg move_en,
output reg transform_en,
output reg remove_en,
output reg clear_en,
output reg [1:0] time_up
);
	parameter S_READY = 4'b0000,
				 S_WAIT = 4'b0001,
				 S_NEW = 4'b0010,
				 S_MOVE = 4'b0011,
				 S_STOP = 4'b0100,
				 S_IFREMOVE = 4'b0101,
				 S_REMOVE = 4'b0110,
				 S_OVER = 4'b0111,
				 S_CLEAR = 4'b1000,
				 S_FINISH = 4'b1001;
	reg [3:0] curr_state, next_state;
	reg [1:0] counter;
always@(*)
begin
	case(curr_state)
		S_READY: begin
					if(reset)
						next_state <= S_READY;
					else if (start)
						next_state <= S_WAIT;
					else
					   next_state <= S_READY;
					end		
		S_WAIT:begin
				if(reset)
					next_state <= S_READY;
				 else if (time_up == 0)
						next_state <= S_NEW;
				else
						next_state <= S_WAIT;
					end
		S_NEW: begin
				 if(reset)
						next_state <= S_READY;
				 else
						next_state <= S_MOVE;
					end
		S_MOVE: begin
				 if(reset)
						next_state <= S_READY;
					else if (stop)
						next_state <= S_STOP;
					else 
						next_state <= S_MOVE;
					end
		S_STOP: begin
				  if(reset)
						next_state <= S_READY;
				  else
						next_state <= S_IFREMOVE;
				  end
		S_IFREMOVE: begin
					  if(reset)
							next_state <= S_READY;
					  else if (remove)
							next_state <= S_REMOVE;
						else if (game_over)
							next_state <= S_OVER;
						else
							next_state <= S_NEW;
					  end
		S_REMOVE: begin
				  if(reset)
						next_state <= S_READY;
				  else if (remove)
						next_state <= S_REMOVE;
					else if (game_over)
						next_state <= S_OVER;
					else
						next_state <= S_NEW;
				  end
		S_OVER:begin
				  if(reset)
						next_state <= S_READY;
				  else
						next_state <= S_CLEAR;
				  end
		S_CLEAR: begin
				  if(reset)
						next_state <= S_READY;
				  else if(done)
						next_state <= S_FINISH;
				  else
						next_state <= S_CLEAR;
				  end
		S_FINISH:
				  begin
				  if(reset)
						next_state <= S_READY;
				  else if(start)
						next_state <= S_NEW;
				  else
						next_state <= S_FINISH;
				  end
		default: next_state <= S_READY;
	endcase
end
always@(*)
begin
new_en = 0;
move_en = 0;
transform_en = 0;
remove_en = 0;
clear_en = 0;
 case(curr_state)
	 S_NEW: new_en = 1;
	 S_MOVE: move_en = 1;
	 S_STOP: transform_en = 1;
	 S_REMOVE: remove_en = 1;
	 S_CLEAR: clear_en = 1;
	 default:
	 begin
		new_en = 0;
		move_en = 0;
		transform_en = 0;
		remove_en = 0;
		clear_en = 0;
		end
	endcase
end
always@(negedge clk, posedge reset)
begin
	if(reset)
	begin
		time_up <= 2'd0;
		counter <= 0;
		end
	else if (start)
	begin
		time_up <= 2'd3;
		counter <= 0;
	end
	else if(curr_state == S_WAIT)
	begin
		if (counter == 2'd3)
		begin
			counter <= 0;
			time_up <= time_up - 1;
			end
		else
		begin
		counter <= counter + 1;
		time_up <= time_up;
		end
	end
end		
always@(posedge clk, posedge reset)
begin
	if (reset)
		curr_state <= S_READY;
	else
		curr_state <= next_state;
end
endmodule
### flow/config.mk
export PLATFORM = sky130hd
export DESIGN_NAME = game_state
export DESIGN_NICKNAME = game_state
export VERILOG_FILES = /design/flow/design.v
export SDC_FILE = /design/flow/constraint.sdc
export NUM_CORES = 4
export LEC_CHECK = 1
export CORE_AREA = 10 10 70 70
export DIE_AREA = 0 0 80 80
### flow/constraint.sdc
current_design game_state

set clk_period 1.2
set clk_io_pct 0.2

create_clock -name clk0 -period $clk_period [get_ports {clk}]

set non_clock_inputs [all_inputs -no_clocks]
set_input_delay [expr $clk_period * $clk_io_pct] -clock clk0 $non_clock_inputs
set_output_delay [expr $clk_period * $clk_io_pct] -clock clk0 [all_outputs]
### flow/run.sh
#!/bin/bash
# OpenROAD 26Q1-2900-gdf79404cd8, Yosys 0.63+post, stock flow scripts
make -C /OpenROAD-flow-scripts/flow DESIGN_CONFIG=/design/flow/config.mk WORK_HOME=/design/flow/orfs finish
==> out/summary.txt <==
Status = finished with violations
Failing checks = negative setup slack
Top cells by count, synth = dfrtp_1, nor2_1, inv_1
DPL Wire Length = 1.02 mm
CP max FO = 2
Setup total negative slack = -2.71 ns
Drt pass-1 iters = 4
Crit Path Category = flip-flop to flip-flop
Worst setup margin = -0.457 ns
Fill cells = 365
Ys flop type = dfrtp_1
Worst Setup SP = time_up[1]
Clock-pin slew on the worst setup and hold paths = 0.09 ns
Worst R2R End = curr_state[3]
Cell Int Power = 671 uW
Sink Count = 14
Number of synthesis warnings = 1
Fraction of registers with async set/reset = 1.00
Syn_area_per_cell = 11.1 um2
Sw frac = 0.233
R2r startpoint = time_up[1]
Total GRT Usage = 0.0427
Fp util = 0.166
Critical Path AT = 1.83 ns
Synth area leader = dfrtp_1
Vias = 472
Yosys top cell area share = 0.398
WP data required = 1.37 ns
FF-to-FF setup slack = -0.46 ns
Clock share of power = 0.321
Top area cell types = dfrtp_1, dfrtn_1, dfstp_2
Lkg Pwr = 0.470 nW
Share of cells above drive strength 1 = 0.398
H-Tree Level Count = 1
Final Setup Violations = 8
Max incr delay on CP = 0.42 ns
Late-Pin Clk Latency = 0.28 ns
Maximum number of pins on one net before global-route repair = 9
Post-Layout Cell Count = 129
Initial antenna violation count = 0
Num rows = 21
Synthesized cell area = 566 um2
EDFF count, synth = 0
Tool warnings = 28
Post-synthesis sequential area ratio = 0.622
Synthesized flop and latch total = 14
Post-DRT Antenna Nets = 0
Max Buffers Root-to-Sink = 2
Detailed Route Iter0 Violations = 15
Clock skew = 0.00487 ns
Reg area = 353 um2
Startpoint class of the critical path = flip-flop
Cells along the critical path = buf_6 -> inv_2 -> ha_4 -> a22oi_2 -> a21oi_2
Die Height = 80 um
Cells after DPL = 121
Clk root buf = clkbuf_4
Routed len/inst = 9.93 um
Design Power = 875 uW
Relative slew margins = 0.841
First-pass GRT wire length = 2.21 mm
Critical-path top delay cell = dfrtn_1
I/O pin cnt = 14
Routed wire length = 1.28 mm
Core area = 3420 um2
Hold Vio Cnt, Final = 0
Hold_ws = 0.310 ns
# Cells Yosys = 51
R2R cell count = 5
Logic area = 234 um2
Fin util = 0.273
Combinational share of power = 0.114
Crit. End Element = flip-flop
Vias in the first global route = 500
Worst slack at placement = -0.540 ns
PwrDens = 938 nW/um2
End of the critical path = curr_state[3]
Total of max-cap violations = 0
Hold WC Path Type = primary input to asynchronous set/reset pin
Hold_buf cts = 0
Max IR drop VDD = 0.696 mV
Gr ovfl total = 0
Routability cong. = 0.780
RSZ-0062 raised after global routing = yes
Sequential share of power = 0.564
DR vias/cell = 3.66
Switching pwr = 204 uW
Slew Limit Fails = 0
Number of diodes = 0
TritonCTS Buffers = 3
Area Overhead vs Synth = 65.0%
Input/output buffers = 13
Cell Type Count = 20
Placed instance area = 866 um2
CTS tree = built
Residual DRC = 0
Top-count cell post-synth = dfrtp_1
Die Footprint = 6400 um2
Worst-Margin Slew = 0.236 ns
YS chip area = 566 um2
Width of the chip = 80 um
Post-layout instance area = 933 um2
Cell count after synthesis = 51
-- critical path: cells and delay by family (launching register included) --
| kind | cells | cell delay, ns |
|---|---|---|
| buffers and inverters | 2 | 0.13 |
| adders and majority gates | 1 | 0.15 |
| AOI/OAI and AO/OA | 2 | 0.24 |
| DFF | 1 | 0.42 |
-- power groups by stage --
stage     clock, mW  combinational (mW)  sequential, mW
6_report      0.281               0.100           0.494
5_1_grt       0.317               0.111           0.495
4_1_cts       0.288               0.100           0.493
-- what timing repair did --
action,in CTS,in global routing
pin swaps,3,2
gates resized,14,5
setup endpoints to repair,13,10
buffers inserted,4,0
-- layout by cell type (no fill, tap or decap) --
cell type	instances
buf_2	2
nor2_1	7
clkdlybuf4s15_1	2
buf_6	1
clkdlybuf4s50_1	6
dfstp_2	1
nor2b_1	1
buf_4	15
dfrtn_1	4
a22oi_2	1
or3_1	1
nor4b_1	1
clkbuf_4	3
o211ai_1	1
inv_2	3
xnor2_2	1
a21oi_1	2
a21o_1	1
nand2_4	1
clkbuf_1	1
and3_1	1
nand2_1	3
inv_1	3
a22oi_1	1
dlygate4sd2_1	3
nand2b_4	1
nor3b_1	1
mux2i_1	2
ha_1	1
ha_4	1
dfrtp_2	1
dfrtp_1	8
a21oi_2	2
-- kinds of logic (layout without fill, tap and decap cells) --
| group | Yosys count | in the layout | share of synthesized area |
|---|---|---|---|
| multiplexers | 2 | 2 | 0.0354 |
| adder cells (fa/ha/maj) | 2 | 2 | 0.0442 |
| buffers and inverters | 7 | 39 | 0.0487 |
| AND/OR/NAND/NOR | 17 | 17 | 0.146 |
| flip-flops | 14 | 14 | 0.622 |
| AND-OR/OR-AND | 8 | 8 | 0.0885 |
| XOR/XNOR | 1 | 1 | 0.0155 |
-- metal layers --
metal  vias up  global-route usage  wire length, um
li1        229                   -                -
met2        16              0.0586              523
met5         -                   0                0
met3         0              0.0273              138
met4         0             0.00176                0
met1       227              0.0580              619
-- registers in the layout (all words and copies together), names as in the netlist --
signal	count
curr_state	10
time_up	2
counter	2
-- worst min-delay path by stage --
| stage | slack, ns | from | end | cells past startpoint |
|---|---|---|---|---|
| CTS | 0.31 | reset | curr_state[8] | 3 |
| global route | 0.31 | reset | curr_state[3] | 3 |
| finish | 0.31 | reset | curr_state[8] | 3 |
-- cell type report --
type                            count  area share
Sequential cell                    14       0.378
Timing Repair Buffer               29       0.257
Multi-Input combinational cell     30       0.251
Tap cell                           46      0.0617
Clock buffer                        4      0.0282
Inverter                            6      0.0241
Power and IR drop assume default switching activity.
