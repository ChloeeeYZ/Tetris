File: flow/run.sh
#!/bin/bash
# OpenROAD 26Q1-2900-gdf79404cd8, Yosys 0.63+post, stock flow scripts
make -C /OpenROAD-flow-scripts/flow DESIGN_CONFIG=/design/flow/config.mk WORK_HOME=/design/flow/orfs finish
File: flow/config.mk
export PLATFORM = sky130hd
export DESIGN_NAME = rate_divider
export DESIGN_NICKNAME = rate_divider
export VERILOG_FILES = /design/flow/design.v
export SDC_FILE = /design/flow/constraint.sdc
export NUM_CORES = 4
export LEC_CHECK = 1
export CORE_AREA = 10 10 80 80
export DIE_AREA = 0 0 90 90
File: flow/constraint.sdc
current_design rate_divider

set clk_period 1.3
set clk_io_pct 0.2

create_clock -name clk0 -period $clk_period [get_ports {clock_in}]

set non_clock_inputs [all_inputs -no_clocks]
set_input_delay [expr $clk_period * $clk_io_pct] -clock clk0 $non_clock_inputs
set_output_delay [expr $clk_period * $clk_io_pct] -clock clk0 [all_outputs]
File: flow/design.v
module rate_divider(clock_in,clock_out);
input clock_in; 
output reg clock_out; 
reg[27:0] counter=28'd0;
parameter DIVISOR = 28'd2;
always @(posedge clock_in)
begin
 counter <= counter + 28'd1;
 if(counter>=(DIVISOR-1))
	counter <= 28'd0;
 clock_out <= (counter<DIVISOR/2)?1'b1:1'b0;
end
endmodule
==> qor.csv <==
metric,value,unit
status,finished clean,
avgSynthCellArea,14.7,um2
crit_fanout,4,
max_freq,820,MHz
rows,25,
clockBufferDepth,2,
port-buffer-count,1,
first_global_vias,362,
grt_pass1_wl,1440,um
gp_congestion,0.745,
viasPerCell,2.55,
dp_hpwl,588,um
synthCells,52,
placed_area,956,um2
ys_types,15,
min_period,1.22,ns
die_h,90,um
cts_root_buf,clkbuf_8,
slew_viol_final,0,
avgRoutedWirePerCell,5.64,um
clk_latency,0.26,ns
n_antenna_cell,0,
initCoreUtil,16.2,%
min-delay-path-class,flop to flop,
ys_seq_share,75.9,%
postLayoutCellArea,1100,um2
holdWs,0.535,ns
grt_util_all_layers,2.16,%
ff_latch_area,582,um2
crit_path_start,counter[1],
logic_area,305,um2
io_pins,2,
hold_viol_final,0,
cts_made_buffers,5,
tritoncts,built,
ys.flops,29,
route.detailed.drc,0,
crit_buf_inv,1,
htreeDepth,2,
coreArea,4720,um2
num-fill-cells,489,
path_cells,inv_2 > ha_4 > nor4b_4 > nand3_2 > nor4b_2,
clk_pin_slew,0.05,ns
drtPass1Iterations,3,
cp.arrival,1.39,ns
hold_buffers,0,
r2r_start,counter[1],
period_used_share,93.8,%
crit_type,flop to flop,
tool_warnings,28,
antenna_found_initial,0,
critPathTopFamily,simple AND/OR/NAND/NOR gates,
wirelength,869,um
power.density,1510,nW/um2
crit_cells,5,
grt_max_degree,9,
r2r_cells,5,
crit_path_end_kind,flop,
regToRegEndpoint,counter[1],
overflow,0,
num_vias,392,
crit_path_start_kind,flop,
antenna_left,0,
crit_end,counter[1],
rsz0062_at_grt,yes,
ys_warn_count,1,
drv_cap,0,
r2r_slack,0.08,ns
cp_slowest_cell,dfxtp_2,
cp.required,1.47,ns
synth-area-yosys,764,um2
clock-sinks,29,
yosys_cells,52,
slowest_delay,0.33,ns
fp.dieArea,8100,um2
die_x,90,um
setup_violations,0,
syn_area,764,um2
drive_gt1_share,23.0,%
drtIter0Drc,12,
area_growth,43.4,%
fin_skew,0.00158,ns
leakage,0.440,nW
irDropWorstVdd,0.665,mV
-- Yosys cell counts (all sizes together) --
| master | instances | area share, % |
|---|---|---|
| nand3 | 1 | 0.65 |
| conb | 1 | 0.49 |
| nor4b | 2 | 2.3 |
| nand3b | 1 | 0.98 |
| nor3 | 1 | 0.65 |
| nand4 | 1 | 0.82 |
| dfxtp | 29 | 76 |
| nand2b | 2 | 1.6 |
| inv | 2 | 0.98 |
| ha | 3 | 4.9 |
| nor3b | 1 | 0.98 |
| nor2 | 1 | 0.49 |
| a211oi | 1 | 0.98 |
| nor4 | 6 | 8.2 |
-- per-layer routing --
layer  track usage, %  routed length (um)
met5                0                   0
met4            0.398                   5
met3             1.84                  71
met2             2.97                 358
met1             2.54                 434
-- flip-flops by register name, indices dropped and copies added (netlist names) --
name and flops:
clock_out 1, counter 28
-- repair_timing --
action / in CTS / in global routing
pin swaps: 1 / 1
gates cloned: 0 / 0
setup endpoints to repair: 2 / 4
setup buffers: 1 / 1
resized: 3 / 7
-- worst min-delay path, delay by kind of cell (launching register included) --
family | cells | cell delay [ns]
AND-OR/OR-AND | 1 | 0.07
flip-flops | 1 | 0.33
AND/OR/NAND/NOR | 1 | 0.08
-- layout make-up --
type	instances	area share [%]
Tap cell	67	7.65
Timing Repair Buffer	4	2.85
Clock buffer	7	7.88
Multi-Input combinational cell	45	27.9
Sequential cell	29	53.1
Inverter	2	0.685
-- power breakdown --
group	total, mW	leakage, nW	switching, mW	internal [mW]
sequential	0.949	0.244	0.0173	0.932
clock	0.688	0.0443	0.270	0.418
combinational	0.0162	0.152	0.00933	0.00691
total	1.65	0.440	0.297	1.36
-- through the flow --
step | setup slack (ns) | cells | TNS [ns] | util [%] | total power [mW]
final | 0.0805 | 154 | 0 | 23.2 | 1.65
after global routing | -0.0520 | 154 | -0.0844 | 23.2 | 1.72
after CTS | 0.0595 | 153 | 0 | 22.5 | 1.67
after detailed placement | -0.00447 | 145 | -0.00447 | 20.2 | 0.980
after global placement | 0.0926 | 145 | 0 | 20.2 | 0.977
after floorplan | 0.134 | 76 | 0 | - | 0.974
-- cells by family after synthesis --
family                   after synthesis  share of synthesized area [%]
AND-OR/OR-AND                          1                          0.982
adder cells (fa/ha/maj)                3                           4.91
buffers and inverters                  2                          0.982
flip-flops                            29                           75.9
other                                  1                          0.491
AND/OR/NAND/NOR                       16                           16.7
-- layout by cell type, fill, tap and decap left out, types with 2 or more instances in the layout --
master,instances
buf_4,3
clkbuf_8,6
conb_1,25
dfxtp_1,28
ha_1,2
inv_2,2
nand2b_1,2
nor4_1,2
nor4_2,4
-- worst min path at each step --
stage / startpoint / to / slack, ns / depth (start not counted)
4_1_cts: counter[0] / counter[0] / 0.53 / 2
5_1_grt: counter[0] / counter[0] / 0.57 / 2
6_report: counter[2] / counter[2] / 0.53 / 2
Power and IR drop assume default switching activity.
