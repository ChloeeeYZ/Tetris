[run.sh]
#!/bin/bash
# OpenROAD 26Q1-2900-gdf79404cd8, Yosys 0.63+post, stock flow scripts
make -C /OpenROAD-flow-scripts/flow DESIGN_CONFIG=/design/flow/config.mk WORK_HOME=/design/flow/orfs finish
[config.mk]
export PLATFORM = sky130hd
export DESIGN_NAME = clock_sec
export DESIGN_NICKNAME = clock_sec
export VERILOG_FILES = /design/flow/design.v
export SDC_FILE = /design/flow/constraint.sdc
export NUM_CORES = 4
export LEC_CHECK = 1
export CORE_AREA = 10 10 102 102
export DIE_AREA = 0 0 112 112
[constraint.sdc]
current_design clock_sec

set clk_period 5.0
set clk_io_pct 0.2

create_clock -name clk0 -period $clk_period [get_ports {clock}]

set non_clock_inputs [all_inputs -no_clocks]
set_input_delay [expr $clk_period * $clk_io_pct] -clock clk0 $non_clock_inputs
set_output_delay [expr $clk_period * $clk_io_pct] -clock clk0 [all_outputs]
[design.v]
module clock_sec(
input clock,
input reset,
output reg clk
);
reg [27:0] count;
reg enable;
localparam FREQ = 25000000;
always@(posedge clock)
begin
	if (reset)
	begin
		count <= 0;
		enable <= 0;
		end
	else if (count == FREQ - 1)
	begin
		count <= 0;
		enable <= 1;
		end
	else
	begin
		count <= count + 1;
		enable <= 0;
	end
end
always@(posedge clock)
begin
	if (reset)
	begin
		clk <= 0;
		end
	else if (enable)
		clk <= ~clk;
end
endmodule
==> GITHUB_STEP_SUMMARY <==
### Yosys + OpenROAD results

| Metric | Value |
|---|---|
| Run status | `completed` |
| Total die area | `about 13000 sq um` |
| Final tally of setup violations | `0` |
| CP Max Fanout | `8` |
| Yosys Chip Area | `around 1400 sq um` |
| Post-route insts no fill | `roughly 280` |
| CTS tree | `done` |
| DR iter-0 viols | `57` |
| Std cell rows | `33` |
| Gr ovfl total | `0` |
| Die Width | `~110 um` |
| Yosys cell count | `approximately 170` |
| First-pass GRT wire length | `between 5000 and 6000 um` |
| Synth cell types | `30` |
| Mapped Area | `approximately 1400 sq um` |
| H-tree level count | `2` |
| Max-slew violations | `0` |
| Final min period | `2150 ps` |
| Clock Skew | `5.21 ps` |
| Slew HR | `between 70 and 80%` |
| P&R area growth vs syn | `16.4%` |
| Vias per Instance | `4.19` |
| Log Warnings | `25` |
| Num ports | `3` |
| Post-Route WL | `around 2900 um` |
| RSZ-0062 raised after global routing | `false` |
| Drt wl/cell | `just over 10 um` |
| Hold WS | `just under 500 ps` |
| Vias | `1169` |
| Latency at later pin | `~280 ps` |
| CTS Hold Bufs | `0` |
| VDD IR max | `between 0.00008 and 0.00009 V` |
| YS warnings | `1` |
| Slew at the pin closest to its max-slew limit | `~340 ps` |
| Syn Area/Cell | `between 8 and 9 sq um` |
| Min-delay worst type | `register to register` |
| Total Neg Setup Slack | `0 ps` |
| Cts repair resizes | `0` |
| Core Footprint | `a little over 8000 sq um` |
| DP Area | `between 1500 and 2000 sq um` |
| Crit end category | `register` |
| Antenna Violating Nets Remaining | `0` |
| # DRC | `0` |
| Setup CP Type | `register to register` |
| Initial antenna violation count | `0` |
| Hpwl dp | `1950 um` |
| Async S/R FF share, synth | `0%` |
| Clk root buf | `clkbuf_8` |
| Crit path DAT | `about 2400 ps` |
| Router iterations before antenna repair | `4` |
| Number of enable flip-flop cells | `0` |
| Diode count | `0` |
| CP required | `5210 ps` |
| Crit-path slowest cell | `or4_4` |
| Design area | `1670 sq um` |
| Final hold vios | `0` |
| Placed Cells | `about 270` |
| Post-synthesis sequential area ratio | `between 40% and 50%` |
| FF-to-FF setup slack | `~2900 ps` |
| Critical-path cell list | `ha_1 > nand4_2 > or4_4 > or4_1 > a31oi_1` |
| Max Cap Violations | `0` |
| Worst Setup Start Kind | `register` |
| Share of cells above drive strength 1 | `between 8 and 9%` |
| Die H | `112 um` |
| Port-buffer cells | `2` |
| GRT Util Overall | `approximately 4.7%` |
| TritonCTS buffer count | `5` |
| Largest net degree at the start of global routing | `26` |
| Vias in the first global route | `between 1k and 1.5k` |
| Power Density | `277 nW/um^2` |
| Post-synth regs | `30` |
| Fp util | `about 17%` |
| Crit path largest cell delay | `roughly 600 ps` |
| Fin crit share | `42.9%` |
| Clock-pin slew on the worst setup and hold paths | `approximately 60 ps` |
| Top_reg_cell synth | `dfxtp_1` |
| Synthesized instance count | `around 170` |
| Placer Congestion | `slightly above 0.8` |
| Max Freq | `approximately 0.47 GHz` |
| Leakage | `roughly 0.48 nW` |
| Post-CTS Repair Setup Buffers | `0` |
| Clk sinks | `30` |
| Clk buf depth | `2` |
## flip-flops by register name (all words and copies together) (netlist names)
| name | flops |
|---|---|
| count | 28 |
| enable | 1 |
| clk | 1 |
## cell type report
class	instances	area, sq um
sequential	30	601
tap	105	131
fill	883	6550
clock inverter	1	5.00
clock buffer	7	86.3
timing repair buffer	3	27.5
multi-input combinational	128	798
inverter	5	18.8
## cell usage after synthesis, types with 4 or more instances
| master | n | share of area (%) |
|---|---|---|
| o21ai_0 | 8 | 2.8 |
| or3_1 | 7 | 3.1 |
| nand4_1 | 4 | 1.7 |
| xnor2_1 | 12 | 7.3 |
| a21oi_1 | 11 | 3.8 |
| dfxtp_1 | 30 | 42 |
| nand2_1 | 16 | 4.2 |
| nor3_1 | 5 | 1.7 |
| or4_1 | 9 | 4.7 |
| nand3_1 | 8 | 2.8 |
| nor2_1 | 19 | 5.0 |
| nor4_1 | 6 | 2.6 |
| inv_1 | 5 | 1.3 |
## path summary, 6_finish.rpt
| path | start | endpoint | cells past startpoint |
|---|---|---|---|
| setup / recovery | count[0] | count[26] | 5 |
| hold / removal | enable | clk | 2 |
| setup reg to reg | count[0] | count[26] | 5 |
| hold reg to reg | enable | clk | 2 |
## layout by cell type (no fill, tap or decap), drive strengths merged, types with 5 or more instances in the layout
| master | instances |
|---|---|
| dfxtp | 30 |
| nor4 | 6 |
| xnor2 | 12 |
| inv | 5 |
| nand4 | 6 |
| nand3 | 9 |
| nor3 | 5 |
| nand2 | 16 |
| or4 | 11 |
| o21ai | 8 |
| or3 | 7 |
| nor2 | 19 |
| clkbuf | 7 |
| a21oi | 11 |
## critical path, delay by kind of cell (launching register included)
| family | cells | cell delay, ps |
|---|---|---|
| flops | 1 | 400 |
| simple gates | 3 | 1250 |
| compound gates | 1 | 160 |
| fa+ha+maj | 1 | 250 |
## metrics by stage
stage	worst slack [ps]	utilization, %	power (mW)
after global placement	2760	19.2	0.267
after CTS	2860	20.3	0.467
after global routing	2720	20.3	0.485
after floorplan	3080	-	0.262
after detailed placement	2720	19.2	0.267
final	2850	20.3	0.461
## report_power, final
group	total (mW)	switching, mW	internal [mW]
Clock	0.200	0.0890	0.111
Sequential	0.248	0.00491	0.243
Combinational	0.0141	0.00869	0.00541
Total	0.461	0.103	0.359
## cells by family (layout without fill, tap and decap cells)
kind of cell / after synthesis / in the layout / share of synthesized area [%]
AND/OR/NAND/NOR: 87 / 87 / 35.0
flip-flops: 30 / 30 / 41.9
buffers and inverters: 8 / 16 / 2.36
AND-OR/OR-AND: 26 / 26 / 11.3
XOR/XNOR: 14 / 14 / 8.56
adder cells (fa/ha/maj): 1 / 1 / 0.873
## per-layer routing
layer	vias up	wire, um	part of all wire, %	GRT usage [%]
met2	8	1200	42	6.84
met3	0	114	4.0	1.85
met4	0	0	0	0.338
met5	-	0	0	0
li1	622	-	-	-
met1	539	1540	54	6.80
Power figures rest on the tool's default switching activity, not on a simulated workload.
